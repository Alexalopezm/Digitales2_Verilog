$ cat ./design.v
module LavadoraDUT(
    input clk,                   
    input INTRO_MONEDA,          
    input FINALIZAR_PAGO,        
    input RESET,                 
    output reg SECADO,           
    output reg LAVADO,           
    output reg LAVADO_PESADO,    
    output reg INSUFICIENTE      
);
reg [4:0] VERIFICACION_PAGO;       
reg [4:0] CONTADOR_PULSOS;         
parameter DURACION_PULSOS = 4;   
parameter DURACION_PULSOS_INSU = 1;  
initial begin
    SECADO = 0;
    LAVADO = 0;
    LAVADO_PESADO = 0;
    INSUFICIENTE = 0;
    VERIFICACION_PAGO = 0;
    CONTADOR_PULSOS = 0;
end
parameter COSTO_SECADO = 3;
parameter COSTO_LAVADO = 4;
parameter COSTO_LAVADO_PESADO = 9;
always @(posedge clk) begin
    if (INTRO_MONEDA && FINALIZAR_PAGO==0) begin
        VERIFICACION_PAGO <= VERIFICACION_PAGO + 1;
    end else if (FINALIZAR_PAGO && INTRO_MONEDA==0) begin
        if (VERIFICACION_PAGO==COSTO_SECADO) begin
            if (CONTADOR_PULSOS < DURACION_PULSOS) begin
                CONTADOR_PULSOS <= CONTADOR_PULSOS + 1;
                if (CONTADOR_PULSOS == 0 || CONTADOR_PULSOS == 2) begin
                    SECADO <= 1;
                end else if (CONTADOR_PULSOS == 1 || CONTADOR_PULSOS == 3) begin
                    SECADO <= 0;
                end
            end else if (CONTADOR_PULSOS == DURACION_PULSOS || CONTADOR_PULSOS >= DURACION_PULSOS) begin
                SECADO <= 0;
            end 
        end else if (VERIFICACION_PAGO==COSTO_LAVADO) begin
            if (CONTADOR_PULSOS < DURACION_PULSOS) begin
                CONTADOR_PULSOS <= CONTADOR_PULSOS + 1;
                if (CONTADOR_PULSOS == 0 || CONTADOR_PULSOS == 2) begin
                    LAVADO <= 1;
                end else if (CONTADOR_PULSOS == 1 || CONTADOR_PULSOS == 3) begin
                    LAVADO <= 0;
                end
            end else if (CONTADOR_PULSOS == DURACION_PULSOS || CONTADOR_PULSOS >= DURACION_PULSOS) begin
                LAVADO <= 0;
            end
        end else if (VERIFICACION_PAGO==COSTO_LAVADO_PESADO) begin
            if (CONTADOR_PULSOS < DURACION_PULSOS) begin
                CONTADOR_PULSOS <= CONTADOR_PULSOS + 1;
                if (CONTADOR_PULSOS == 0 || CONTADOR_PULSOS == 2) begin
                    LAVADO_PESADO <= 1;
                end else if (CONTADOR_PULSOS == 1 || CONTADOR_PULSOS == 3) begin
                    LAVADO_PESADO <= 0;
                end
            end else if (CONTADOR_PULSOS == DURACION_PULSOS || CONTADOR_PULSOS >= DURACION_PULSOS) begin
                LAVADO_PESADO <= 0;
            end 
        end else begin
            if (CONTADOR_PULSOS < DURACION_PULSOS_INSU) begin
                CONTADOR_PULSOS <= CONTADOR_PULSOS + 1;
                if (CONTADOR_PULSOS == 0) begin
                     INSUFICIENTE <= 1;
                end else if (CONTADOR_PULSOS == 1) begin
                        INSUFICIENTE <= 0;
                end
            end else if (CONTADOR_PULSOS == DURACION_PULSOS_INSU || CONTADOR_PULSOS >= DURACION_PULSOS_INSU ) begin
                INSUFICIENTE <= 0;
            end 
        end
    end else if (RESET) begin
        SECADO <= 0;
        LAVADO <= 0;
        LAVADO_PESADO <= 0;
        INSUFICIENTE <= 0;
        VERIFICACION_PAGO <= 0;
        CONTADOR_PULSOS <= 0;
    end
end
endmodule
$ cat ./run.sh
#!/bin/bash
# OpenROAD 26Q1-2900-gdf79404cd8, Yosys 0.63+post, stock flow scripts
make -C /OpenROAD-flow-scripts/flow DESIGN_CONFIG=/design/flow/config.mk WORK_HOME=/design/flow/orfs finish
$ cat ./config.mk
export PLATFORM = sky130hd
export DESIGN_NAME = LavadoraDUT
export DESIGN_NICKNAME = LavadoraDUT
export VERILOG_FILES = /design/flow/design.v
export SDC_FILE = /design/flow/constraint.sdc
export NUM_CORES = 4
export LEC_CHECK = 1
export CORE_AREA = 10 10 96 96
export DIE_AREA = 0 0 106 106
$ cat ./constraint.sdc
current_design LavadoraDUT

set clk_period 2.7
set clk_io_pct 0.2

create_clock -name clk0 -period $clk_period [get_ports {clk}]

set non_clock_inputs [all_inputs -no_clocks]
set_input_delay [expr $clk_period * $clk_io_pct] -clock clk0 $non_clock_inputs
set_output_delay [expr $clk_period * $clk_io_pct] -clock clk0 [all_outputs]
==> results.txt <==
Finished Layout Cells - 198
CP max stage delay - 0.53 ns
final setup TNS - 0 ns
RSZ-0062 raised after global routing - false
DP Cell Count - 195
Chip Width - 106 um
Synth Cell Area - 930 sq um
largest net degree at the start of global routing - 13
Mapped Avg Cell Area - 10.1 sq um
Sequential Power Share - 0.521
reg2reg start - CONTADOR_PULSOS[2]
clock sink count - 14
grt total ovfl - 0
CTS tree - done
ys cells - 92
Switching Fraction - 0.252
CP arrival - 2.13 ns
Setup Fix Bufs, Post-CTS - 0
Top cells by area - edfxtp_1 (45%), ha_1 (9.4%), nand3_1 (3.8%), a21oi_1 (3.2%), nor2_1 (3.2%)
Worst-Skew Late Latency - 0.24 ns
critical-path maximum fanout - 8
endpoint kind of the worst setup timing path - register
Buffers on Ports - 7
Post-Syn Instances - 92
gr usage total - 0.0300
I/O pin cnt - 8
routed len/inst - 8.77 um
Synth Warn # - 1
Net Sw Power - 0.134 mW
initial antenna violation count - 0
critical path class - input port to register
Int Power - 0.397 mW
Max Fclk - 0.470 GHz
Power Density - 462 mW/mm^2
antenna-violating nets left - 0
Leak - 0.386 nW
VDD IR max - 130 uV
fin. max-slew vios - 0
FF-to-FF setup slack - 0.72 ns
clock period minus worst slack - 2.13 ns
Final Util - 0.159
post-layout power - 0.531 mW
top cell type's share of synthesized area - 0.452
Critical Path, Cell by Cell - clkdlybuf4s50_1, nand2b_1, or3_4, o41a_1
global-route wire length before repair - 2990 um
die area - 0.0112 sq mm
TritonCTS Buffers - 3
YS chip area - 930 sq um
htree depth - 1
DR vias/cell - 3.38
Synth Seq Share - 0.452
Root Driver - clkbuf_8
dpl hpwl - 1270 um
tally of OpenROAD warnings - 30
Worst R2R End - INSUFICIENTE
worst-margin pin slew - 0.501 ns
routability cong. - 0.800
hold_buf cts - 0
Setup Skew - 0.00407 ns
Clk network pwr share - 0.321
row count - 31
routed wire length - 1740 um
total of max-cap violations - 0
share of layout cells above drive strength 1 - 0.0808
DR vias - 669
via count of the first global-routing pass - 633
slowest cell on the critical path - clkdlybuf4s50_1
Worst setup endpoint - INSUFICIENTE
area leader, netlist - edfxtp_1
outcome - complete, no violations
Worst EP required - 2.70 ns
Initial DRC Count - 67
Worst setup startpoint - INTRO_MONEDA
combinational fraction of design power - 0.159
period utilisation layout - 0.788
Reg2Reg Depth - 3
clock tree buffer depth - 2
clk slew on worst S/H paths - 0.06 ns
Resize count post-CTS - 0
WHS - 0.655 ns
final hold vios - 0
fp util - 0.129
startpoint type of the worst setup path - input port
Finish-stage setup viols - 0
Inserted Diodes - 0
1st-pass router iterations - 4
Cell Type Count - 28
Area growth syn-to-layout - 23.4%
Core ar. - 0.00721 sq mm
Yosys reg bits - 14
Slew HR - 0.666
Hold Crit Class - register to register
Post-route DRC - 0
Die Height - 106 um
-- layer usage --
metal,track usage,part of all wire
met3,0.00489,0.020
met4,0.00387,0.014
met5,0,0
met2,0.0446,0.42
met1,0.0457,0.55
-- cells in the mapped netlist --
cell type and count:
buf_6 1, o22ai_1 1, a221oi_1 3, nor4_4 1, or2_2 1, xor2_1 2
ha_1 7, nor2_1 8, mux2i_1 1, nor3_1 5, edfxtp_1 14, nand2b_1 2
a21oi_1 6, nor2b_1 1, nor3b_1 2, inv_1 6, nand3b_1 2, nand2_1 5
and3_1 1, buf_2 2, nand3_1 7, clkbuf_1 1, o41a_1 1, xnor2_1 1
a41o_2 1, or3_4 1, or3_1 4, o21ai_0 5
-- sequential cells by signal (all words and copies together), names as in the netlist --
signal             count
CONTADOR_PULSOS        5
INSUFICIENTE           1
LAVADO                 1
LAVADO_PESADO          1
SECADO                 1
VERIFICACION_PAGO      5
-- how the worst min path moves through the flow --
stage                                start  slack (ns)  cells past startpoint                    to
after global routing  VERIFICACION_PAGO[0]        0.68                      1  VERIFICACION_PAGO[0]
final                 VERIFICACION_PAGO[0]        0.65                      1  VERIFICACION_PAGO[0]
after CTS             VERIFICACION_PAGO[0]        0.66                      1  VERIFICACION_PAGO[0]
-- layout make-up --
class	count	area, sq um
fill	821	6070
multi-input combinational	68	462
sequential	14	420
tap	99	124
timing repair buffer	8	77.6
clock buffer	3	41.3
inverter	6	22.5
-- power by group through the flow --
| stage | clock network [mW] | logic (mW) | registers (mW) |
|---|---|---|---|
| global route | 0.189 | 0.0952 | 0.279 |
| finish | 0.170 | 0.0842 | 0.276 |
| CTS | 0.176 | 0.0847 | 0.276 |
-- layout by cell type, fill, tap and decap left out --
master and count:
a21oi_1 6, a221oi_1 3, a41o_2 1, and3_1 1
buf_4 1, clkbuf_8 3, clkdlybuf4s50_1 7, edfxtp_1 14
ha_1 7, inv_1 6, mux2i_1 1, nand2_1 5
nand2b_1 2, nand3_1 7, nand3b_1 2, nor2_1 8
nor2b_1 1, nor3_1 5, nor3b_1 2, nor4_4 1
o21ai_0 5, o22ai_1 1, o41a_1 1, or2_2 1
or3_1 4, or3_4 1, xnor2_1 1, xor2_1 2
-- through the flow --
stage          setup slack, ns  cell area (sq um)
2_1_floorplan            0.816                930
3_3_place_gp             0.379               1110
3_5_place_dp             0.337               1110
4_1_cts                  0.591               1150
5_1_grt                  0.476               1150
6_report                 0.571               1150
-- critical path, delay by kind of cell --
family,cells,cell delay (ns)
buffers and inverters,1,0.53
AOI/OAI and AO/OA,1,0.32
and+or+nand+nor,2,0.73
-- cell families after synthesis --
kind of cell / count (synthesis) / share of synthesized area
AOI/OAI and AO/OA: 17 / 0.118
xor gates and xnor gates: 3 / 0.0283
adders and majority gates: 7 / 0.0942
buffers and inverters: 10 / 0.0511
DFF: 14 / 0.452
muxes: 1 / 0.0108
and+or+nand+nor: 40 / 0.245
No activity file was given, so power comes from the tool's default toggle rates.
