==> design.v <==
module Recep_MDIO(
    input rst,                   
    input MDC,                   
    input MDIO_OE,               
    input MDIO_OUT,              
    input [15:0] RD_DATA,        
    output reg [4:0] ADDR,       
    output reg MDIO_DONE,        
    output reg WR_STB,           
    output reg [15:0] WR_DATA,   
    output reg MDIO_IN           
);
reg [2:0] state;         
reg [5:0] count;         
reg [5:0] count_data;    
reg [31:0] REGISTRO;     
reg [1:0] bit_2_3;       
always @(posedge MDC) begin
    if (rst) begin
        case(state)
        0: begin
            if (count > 0) begin
                REGISTRO <= {REGISTRO[31:0], MDIO_OUT};
                count <= count - 1;
                state <= 0;
            end else begin
                bit_2_3 <= {REGISTRO[29], REGISTRO[28]}; 
                state <= 1;
            end
        end
        1: begin
            if (bit_2_3 == 2'b10)begin
                state <= 2;
            end else if (bit_2_3 == 2'b01) begin
                state <= 3;
            end
        end
        2: begin
            if (count_data > 0) begin
                MDIO_IN <= RD_DATA[count_data-1];
                count_data <= count_data - 1;
                state <= 2;                
            end else begin
                MDIO_IN <= 0;
                WR_STB <= 0;
                MDIO_DONE <= 1;
                state <= 4;
            end 
        end
        3:begin
            WR_DATA <= {REGISTRO[15:0]};
            ADDR <= {REGISTRO[28:23]};
            MDIO_DONE <= 1;
            WR_STB <= 1;
            state <= 4;
        end
        4:begin
            MDIO_DONE <= 0;
            WR_STB <= 0;
        end
        default: 
            state <= 0;
        endcase
    end else begin
        MDIO_IN <= 0;
        WR_DATA <= 16'b0;
        WR_STB <= 0;
        MDIO_DONE <= 0;
        ADDR <= 5'b0;
        state <= 0;
        REGISTRO <= 32'd0;
        count_data <= 5'd16;
        bit_2_3 <= 2'b00; 
        count <= 6'd32;
    end
end
endmodule
==> run.sh <==
#!/bin/bash
# OpenROAD 26Q1-2900-gdf79404cd8, Yosys 0.63+post, stock flow scripts
make -C /OpenROAD-flow-scripts/flow DESIGN_CONFIG=/design/flow/config.mk WORK_HOME=/design/flow/orfs finish
==> config.mk <==
export PLATFORM = sky130hd
export DESIGN_NAME = Recep_MDIO
export DESIGN_NICKNAME = Recep_MDIO
export VERILOG_FILES = /design/flow/design.v
export SDC_FILE = /design/flow/constraint.sdc
export NUM_CORES = 4
export LEC_CHECK = 1
export CORE_UTILIZATION = 30
==> constraint.sdc <==
current_design Recep_MDIO

set clk_period 3.3
set clk_io_pct 0.2

create_clock -name clk0 -period $clk_period [get_ports {MDC}]

set non_clock_inputs [all_inputs -no_clocks]
set_input_delay [expr $clk_period * $clk_io_pct] -clock clk0 $non_clock_inputs
set_output_delay [expr $clk_period * $clk_io_pct] -clock clk0 [all_outputs]
==> results_dict.tcl <==
# collected from the flow reports
set metrics [dict create \
    cts_resized 0 \
    whs_ns 0.451 \
    synth.mux.area_fraction_pct 12.4 \
    h-tree-depth 3 \
    io_buffers 42 \
    aoi_share_pct 9.68 \
    clock_skew_ns 0.00705 \
    top_cell "nand2_1" \
    synth_top_cell_by_area "dfxtp_1" \
    critPathKind "flip-flop to flip-flop" \
    fin_cells 500 \
    synthCells 329 \
    power_mw 1.86 \
    grt_pass1_wl_mm 9.08 \
    ir_drop_mv 0.267 \
    ant_nets 0 \
    min_period_ns 2.50 \
    ys_sh_xor_pct 3.00 \
    hold_path_class "flip-flop to flip-flop" \
    post-route-period-util_pct 75.7 \
    wl_per_cell_um 10.7 \
    dp.final_hpwl_mm 3.52 \
    adder_share_pct 1.28 \
    flop_cell "dfxtp_1" \
    drv_cap 0 \
    first_pass_iters 4 \
    yosysWarnings 1 \
    maxSlewViolCount 0 \
    syn_area_um2 2920 \
    power_density_nw_per_um2 514 \
    vias 2242 \
    synth_flops 73 \
    whs_path_depth 2 \
    synth.distinct_cells 36 \
    grt_max_degree 39 \
    die_x_um 101 \
    grt_pass1_vias 2045 \
    max_slew_margin_pct 50.7 \
    initial_core_util_pct 31.3 \
    grt_antenna_before_repair 0 \
    yosysCellCount 329 \
    rsz0062_at_grt "no" \
    simple_gate_share_pct 19.2 \
    chipArea_um2 10100 \
    grt_util_all_layers_pct 11.1 \
    status "complete, no violations" \
    syn2layout_area_growth_pct 23.5 \
    critical_path_arrival_ns 2.74 \
    layout-drive-gt1-share_pct 7.55 \
    clock_latency_ns 0.34 \
    ios 44 \
    die_h_um 101 \
    drc 0 \
    synth_chip_area_um2 2920 \
    worstMarginPinSlew_ns 0.739 \
    cp-end-kind "flip-flop" \
    openroad.warnings 27 \
    clockBufferDepth 2 \
    wl_mm 5.34 \
    cp.required_ns 3.54 \
    row_count 35 \
    dr.first_iter.drc_count 122 \
    syn_area_per_cell_um2 8.88 \
    synthTopLogicFamily "simple AND/OR/NAND/NOR gates" \
    top_area_share_pct 50.0 \
    cts_setup_buffers 0 \
    vias_per_cell 4.48 \
    cts_tree "built" \
    core-area_um2 9330 \
    leakage_nw 1.27 \
    yosys.stat.seqShare_pct 50.0 \
    setup_viol 0 \
    dpl.cell_count 485 \
    fmax_mhz 400 \
    overflow 0 \
    edf_count 0 \
    numCtsBuffers 9 \
    async_flop_share_pct 0 \
    clock_sinks 73 \
    n_antenna_cell 0 \
    clock_tree.root_cell "clkbuf_8" \
    hold_violations 0 \
    startpoint_type "flip-flop" \
    clk_pin_slew_worst_paths_ns 0.07 \
    cp_max_fo 9 \
    synthTopCellsByCount "74 x nand2_1, 73 x dfxtp_1, 46 x nor2_1, 33 x a21oi_1, 25 x mux2i_1" \
    topCellsByArea "dfxtp_1 50%, nand2_1 9.5%, mux2i_1 8.6%, nor2_1 5.9%, a21oi_1 5.7%" \
    finalSetupTns_ns 0 \
    gp_congestion 0.836 \
    cts_hold_buf 0 \
    r2r_cells 7 \
]
## registers in the layout (all words and copies together) (netlist names)
signal and count:
ADDR 5, MDIO_DONE 1, MDIO_IN 1, REGISTRO 30, WR_DATA 16, WR_STB 1, bit_2_3 2, count 6
count_data 6, state 5
## cells by family after synthesis
family,Yosys count
simple gates,136
xor+xnor,10
compound gates,49
buf+inv,28
flops,73
fa+ha+maj,3
mux,30
## area by class of cell
class,instances,area [um2]
flip-flops and latches,73,1460
multi-input cells,228,1340
repair buffers,47,458
fillers,936,5720
clock inverters,4,20.0
inverters,8,30.0
clock buffers,11,141
well taps,129,161
## metal layers
layer / share of wire, % / up-vias / wire (um) / track usage [%]
met5: 0 / - / 0 / 0
li1: - / 1168 / - / -
met3: 6.2 / 7 / 332 / 3.24
met4: 0.97 / 0 / 52 / 1.34
met1: 50 / 1015 / 2650 / 16.1
met2: 43 / 52 / 2310 / 17.3
## cells in the final DEF, fill, tap and decap left out
master	n
nand2b_1	1
mux2i_1	25
or3_1	1
a41o_1	1
o311a_1	1
inv_2	1
clkbuf_8	10
a22oi_1	1
ha_1	3
and3_1	1
inv_1	7
nor2_1	46
nor3b_1	3
a211oi_1	4
clkbuf_1	1
o21ai_0	2
a31o_1	1
nand3_1	3
clkinv_2	4
dfxtp_1	73
clkdlybuf4s50_1	42
o21bai_1	1
nand2_1	74
or4b_2	1
xor2_1	2
and3_2	1
xnor2_1	8
mux4_2	5
o21ai_2	1
a21oi_1	33
buf_4	5
o21ai_1	1
nand3b_1	1
o21a_1	2
and4b_1	1
nor4_1	3
a211o_1	1
## worst paths after layout
path,startpoint,to,slack [ns]
setup / recovery,count_data[0]$_SDFFE_PN0P_,MDIO_IN$_SDFFE_PN0P_,0.80
hold / removal,REGISTRO[19]$_SDFFE_PN0P_,REGISTRO[20]$_SDFFE_PN0P_,0.45
setup reg to reg,count_data[0]$_SDFFE_PN0P_,MDIO_IN$_SDFFE_PN0P_,0.80
hold reg to reg,REGISTRO[19]$_SDFFE_PN0P_,REGISTRO[20]$_SDFFE_PN0P_,0.45
## critical path: stages, from the launching register on
cell     delay (ns)
dfxtp_1        0.60
inv_1          0.09
ha_1           0.41
mux4_2         0.35
mux2i_1        0.21
nor2_1         0.06
mux4_2         0.45
a31o_1         0.22
## stage by stage
step / utilization, % / area [um2] / setup slack [ns]
after floorplan: - / 2920 / 1.16
after global placement: 36.9 / 3450 / 0.694
after detailed placement: 36.9 / 3450 / 0.692
after CTS: 38.7 / 3610 / 0.781
after global routing: 38.7 / 3610 / 0.606
final: 38.7 / 3610 / 0.801
## power by group
part	internal, mW	switching, mW
Clock	0.284	0.301
Sequential	0.926	0.0360
Combinational	0.121	0.187
No activity file was given, so power comes from the tool's default toggle rates.
