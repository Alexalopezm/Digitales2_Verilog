`design/flow/run.sh`:
```
#!/bin/bash
# OpenROAD 26Q1-2900-gdf79404cd8, Yosys 0.63+post, stock flow scripts
make -C /OpenROAD-flow-scripts/flow DESIGN_CONFIG=/design/flow/config.mk WORK_HOME=/design/flow/orfs finish
```
`design/flow/design.v`:
```
module Trans_MDIO (
    input clk,                   
    input rst,                   
    input [31:0] T_DATA,         
    input MDIO_START,            
    input MDIO_IN,               
    output reg [15:0] RD_DATA,   
    output reg DATA_RDY,         
    output reg MDC,              
    output reg MDIO_OE,          
    output reg MDIO_OUT          
);
reg [5:0]count;              
reg [2:0]state;              
reg [3:0]count_MDIO_IN;      
reg [1:0]bit_2_3;            
reg [5:0]count_MDIO_OE;      
always @(posedge clk) begin
    if (rst) begin
        MDC <= ~MDC;  
        case (state)
            0 : begin
                if (MDIO_START) begin
                    state <= 1;
                end
            end
            1 : begin
                if (count > 0) begin
                    MDIO_OUT <= T_DATA[count-1]; 
                    count <= count - 1;
                    state <= 1;
                end else begin
                    MDIO_OUT <= 0;
                    state <= 2;
                end  
            end
            2: begin
                bit_2_3 <= {T_DATA[29], T_DATA[28]};
                if (bit_2_3 == 2'b10)begin
                    state <= 4;
                end else if (bit_2_3 == 2'b01) begin
                    state <= 3;
                end
            end
            3: begin
                if (count_MDIO_OE > 0) begin
                    MDIO_OE <= 1;
                    count_MDIO_OE <= count_MDIO_OE - 1;
                    state <= 3;
                end else begin
                    MDIO_OE <= 0;
                    state <= 5;
                end                 
            end
            4: begin      
                if (count_MDIO_OE > 16) begin
                    MDIO_OE <= 1;
                    count_MDIO_OE <= count_MDIO_OE -1;
                    if (count_MDIO_IN < 16) begin
                        RD_DATA <= {RD_DATA[15:0], MDIO_IN};
                        count_MDIO_IN <= count_MDIO_IN + 1;
                    end
                    state <= 4;
                end else if (count_MDIO_OE <= 16) begin
                    MDIO_OE <= 0;
                    count_MDIO_OE <= count_MDIO_OE -1;
                    if (count_MDIO_OE > 0) begin
                        state <= 4;
                    end
                    else if (count_MDIO_OE == 0) begin
                        count_MDIO_OE <= 0;
                        DATA_RDY <= 1;
                        MDIO_OE <= 0;
                        state <= 5; 
                    end  
                end
            end
            5: begin
                DATA_RDY <= 0;
                RD_DATA <= 0;                   
            end
            default:
                state <= 0;
        endcase
    end else begin
    MDC <= 0;
    count_MDIO_IN <= 4'd0;
    DATA_RDY <= 0;
    state <= 0;
    count <= 6'd32;
    MDIO_OUT <= 0;
    bit_2_3 <= 2'b00;
    count_MDIO_OE <= 6'd32;
    MDIO_OE <= 0;
    RD_DATA <= 0;
    end
end
endmodule
```
`design/flow/constraint.sdc`:
```
current_design Trans_MDIO

set clk_period 5.2
set clk_io_pct 0.2

create_clock -name clk0 -period $clk_period [get_ports {clk}]

set non_clock_inputs [all_inputs -no_clocks]
set_input_delay [expr $clk_period * $clk_io_pct] -clock clk0 $non_clock_inputs
set_output_delay [expr $clk_period * $clk_io_pct] -clock clk0 [all_outputs]
```
`design/flow/config.mk`:
```
export PLATFORM = sky130hd
export DESIGN_NAME = Trans_MDIO
export DESIGN_NICKNAME = Trans_MDIO
export VERILOG_FILES = /design/flow/design.v
export SDC_FILE = /design/flow/constraint.sdc
export NUM_CORES = 4
export LEC_CHECK = 1
export CORE_UTILIZATION = 30
```
==> impl_results.rst <==
Physical design figures
=======================

.. list-table::
   :header-rows: 1

   * - Metric
     - Value
   * - Clk network pwr share
     - 33.8%
   * - Late-Pin Clk Latency
     - 0.29 ns
   * - Share of the core filled with cells
     - 41.7%
   * - Combinational power share
     - around 22%
   * - Kind of start point of the critical path
     - flop
   * - Horizontal die dimension
     - approximately 86 microns
   * - Sink Count
     - 40
   * - Final min period
     - ~2.6 ns
   * - Dominant flop cell
     - sky130_fd_sc_hd__dfxtp_1
   * - Detailed route wirelength on metal3
     - 296 microns
   * - Post-DP HPWL
     - between 3000 and 4000 microns
   * - Number of enable flip-flop cells
     - 0
   * - Number of distinct standard cells referenced by the synthesized netlist
     - 40
   * - Unrepaired setup endpoints after global routing
     - no
   * - Met2 routed wirelength
     - about 1900 microns
   * - Switching power share of the total
     - 26.0%
   * - CP Capture Type
     - flop
   * - Peak ir drop on the vdd network
     - between 0.1 and 0.15 mV
   * - Synth-to-Final Area Change
     - 34.3%
   * - Sequential share of the synthesized area
     - between 30% and 40%
   * - Register share of total power
     - 44.0%
   * - Power Internal
     - between 0.0005 and 0.0006 W
   * - Post-route ant nets
     - 0
   * - Slew margin rel.
     - 54.4%
   * - Clock Skew
     - between 0.006 and 0.007 ns
   * - Most frequent cell after synthesis
     - sky130_fd_sc_hd__dfxtp_1
   * - Worst setup slack before clock tree synthesis
     - ~2.5 ns
   * - Number of antenna violations at the first check in global routing
     - 0
   * - Number of violations reported at the end of detailed-routing iteration 0
     - 71
   * - DRC viols
     - 0
   * - Count of placed standard cells in the final layout, fillers left out
     - around 370
   * - Top cells by count
     - 40 x sky130_fd_sc_hd__dfxtp_1, 22 x sky130_fd_sc_hd__o21ai_0, 20 x sky130_fd_sc_hd__a21boi_0
   * - Starting density of the core
     - slightly above 30%
   * - Avg Synthesized Cell Area
     - about 9.5 sq um
   * - Area reported by Yosys stat
     - between 2000 and 2500 sq um
   * - Number of global-route vias before repair
     - ~1600
   * - Number of clock buffers inserted by TritonCTS
     - 5
   * - Via-to-Cell Ratio
     - 4.74
   * - Crit-path max FO
     - 13
   * - Total number of warnings across the stage logs
     - 26
   * - Chip Footprint
     - 7370 sq um
   * - Die Span Y
     - between 80 and 90 microns
   * - Hold-fix buffers at CTS
     - 0
   * - Resize count post-CTS
     - 0
   * - Result of the run
     - finished, final reports clean
   * - Proportion of synthesized flip-flops having asynchronous set or reset
     - 0%
   * - Clock tree from TritonCTS
     - yes
   * - Post-DR wirelength/cell
     - between 10 and 15 microns
   * - Psw
     - between 0.00015 and 0.0002 W
   * - Final Wtd Congestion
     - ~0.86
   * - IO Count
     - 56
   * - Antenna diode count
     - 0
   * - Setup violators final
     - 0
   * - Synth area leader
     - sky130_fd_sc_hd__dfxtp_1
   * - Number of cell rows
     - 30
   * - Slew Limit Fails
     - 0
   * - Flip-flop and latch count after synthesis
     - ~40
   * - Clock-pin slew on the worst setup and hold paths
     - approximately 0.080 ns
   * - Pin count of the biggest net entering global routing
     - about 42
   * - YS warnings
     - 1
   * - Wire length of the first global-routing pass
     - 7400 microns
   * - Achievable frequency
     - 386 MHz
   * - Deepest clock path buffer count
     - 2
   * - Core box area
     - 6790 sq um
   * - Minimum setup slack in the final design
     - around 2.6 ns
   * - Total leakage power
     - 0.962 nW
   * - Power Density
     - 268 nW/um^2
   * - Share of the clock period used by the worst path
     - roughly 50%
   * - Hold violation total from the final report
     - 0
   * - Data required time of the worst path
     - about 5.4 ns
   * - Final-layout setup total negative slack
     - 0 ns
   * - Number of cells in Yosys stat
     - approximately 220
   * - Maximum level of the CTS H-tree
     - 2
   * - Instance count of the mapped netlist
     - 222
   * - Remaining global-route overflow
     - 0
   * - Dpl cells
     - ~360
   * - Root buf cell
     - sky130_fd_sc_hd__clkbuf_8
   * - Filler Cell Count
     - roughly 650
   * - Type of the tightest min-delay check
     - flop to flop
   * - Transition time at the pin with the least slew margin
     - 0.683 ns
   * - Number of port buffers
     - around 55
   * - Total detailed-routing wirelength
     - 4400 microns
   * - Total of max-cap violations
     - 0
   * - Post-CTS Repair Setup Buffers
     - 0
   * - Routed length on met1
     - about 2200 microns
   * - Critical path start-end classification
     - flop to flop
   * - Fraction of final layout cells with drive strength greater than 1
     - under 10%
   * - WP data arrival
     - between 2 and 3 ns
   * - PnR Total Power
     - around 0.00076 W
   * - Share of the synthesized area in the top cell type
     - between 30% and 40%
   * - Total via count after detailed routing
     - ~1700
   * - Overall fraction of global-route tracks in use
     - between 10 and 15%
   * - Pre-antenna DRT Iters
     - 4
   * - Max Used Layer
     - met4
   * - Cell Area, Synth
     - about 2100 sq um
   * - Top cells by area
     - sky130_fd_sc_hd__dfxtp_1 38%, sky130_fd_sc_hd__a21boi_0 7.1%, sky130_fd_sc_hd__nand3b_1 6.4%
==> placed cells by master, fill, tap and decap left out, types with 5 or more instances in the layout <==
cell type and count:
sky130_fd_sc_hd__nand3b_1 18, sky130_fd_sc_hd__inv_1 5, sky130_fd_sc_hd__a21boi_0 20, sky130_fd_sc_hd__dfxtp_1 40, sky130_fd_sc_hd__mux2i_1 13, sky130_fd_sc_hd__nor2b_1 7
sky130_fd_sc_hd__xnor2_1 6, sky130_fd_sc_hd__nand2_1 10, sky130_fd_sc_hd__a21oi_1 5, sky130_fd_sc_hd__and2_1 7, sky130_fd_sc_hd__nor2_1 8, sky130_fd_sc_hd__clkbuf_8 5
sky130_fd_sc_hd__o21ai_0 22, sky130_fd_sc_hd__clkdlybuf4s50_1 55, sky130_fd_sc_hd__mux4_2 6
==> cells by family (layout without fill, tap and decap cells) <==
group	after synthesis	count (layout)	synth area share [%]
flip-flops	40	40	38.0
XOR/XNOR	9	9	3.74
multiplexers	20	20	13.1
AND/OR/NAND/NOR	73	73	21.7
adder cells (fa/ha/maj)	3	3	1.78
AND-OR/OR-AND	56	56	16.7
buffers and inverters	21	72	4.93
==> registers in the layout, indices dropped and copies added (netlist names) <==
register,count
MDIO_OE,1
count,6
state,6
bit_2_3,2
RD_DATA,16
DATA_RDY,1
MDIO_OUT,1
count_MDIO_OE,6
MDC,1
==> layer usage <==
metal | global-route usage, % | up-vias
li1 | - | 890
met1 | 18.7 | 801
met2 | 19.6 | 53
met3 | 3.52 | 5
met4 | 0.909 | 0
met5 | 0 | -
==> cell type report <==
| class | instances | area, sq um | area share, % |
|---|---|---|---|
| multi-input cells | 161 | 1200 | 42.5 |
| flip-flops and latches | 40 | 801 | 28.3 |
| repair buffers | 58 | 573 | 20.2 |
| well taps | 96 | 120 | 4.24 |
| clock buffers | 5 | 68.8 | 2.43 |
| clock inverters | 3 | 42.5 | 1.50 |
| inverters | 6 | 22.5 | 0.795 |
==> metrics by stage <==
step	hold WS, ns	cell area [sq um]
global placement	0.414	2720
finish	0.419	2830
floorplan	0.367	2110
detailed placement	0.414	2720
global route	0.466	2830
CTS	0.426	2830
==> critical path, stage by stage, from the launching register on <==
cell	delay (ns)
sky130_fd_sc_hd__dfxtp_1	0.62
sky130_fd_sc_hd__inv_2	0.15
sky130_fd_sc_hd__ha_1	0.70
sky130_fd_sc_hd__mux4_2	0.40
sky130_fd_sc_hd__mux2_2	0.27
sky130_fd_sc_hd__o311ai_1	0.22
sky130_fd_sc_hd__o21ai_1	0.11
==> power by group through the flow <==
stage	clock network [W]	registers, W	logic, W
CTS	0.000264	0.000334	0.000172
global route	0.000274	0.000336	0.000186
finish	0.000257	0.000334	0.000169
==> path summary, 6_finish.rpt <==
check | startpoint | endpoint | slack (ns) | cells after the start
setup / recovery | count[0] | MDIO_OUT | 2.61 | 6
hold / removal | MDC | MDC | 0.42 | 1
setup reg to reg | count[0] | MDIO_OUT | 2.61 | 6
hold reg to reg | MDC | MDC | 0.42 | 1
Power and IR drop assume default switching activity.
